### design.v
module divisor(
    input logic clk, rst, start,
    input logic[15:0] dividendo,
    input logic[15:0] divisor, 
    output logic ready, done_tick,
    output logic[15:0] quociente,
    output logic [15:0] resto
);
    typedef enum {idle, op, done} state_type;
    state_type state_reg, state_next;
    logic [15:0] acumulador_reg, acumulador_next, quociente_reg, quociente_next;
    always_ff @(posedge clk or posedge rst) begin
        if (rst) begin
            state_reg <= idle;
            acumulador_reg <= 0;
            quociente_reg <= 0;
        end else begin
            state_reg <= state_next;
            acumulador_reg <= acumulador_next;
            quociente_reg <= quociente_next;
        end
    end
    always_comb begin
        state_next = state_reg;
        ready = 1'b0;
        done_tick = 1'b0;
        acumulador_next = acumulador_reg;
        quociente_next = quociente_reg;
        resto = acumulador_reg;
        quociente = quociente_reg;
        resto = acumulador_reg;
        case (state_reg)
            idle: begin
                ready = 1'b1;
                if (start) begin
                    if (divisor != 0) begin
                        acumulador_next = dividendo;
                        quociente_next = 0;
                        state_next = op;
                    end else begin
                        state_next = idle;
                    end
                end
            end
            op: begin
                if (acumulador_reg >= divisor) begin
                    acumulador_next = acumulador_reg - divisor;
                    quociente_next = quociente_reg + 1;
                    state_next = op;
                end else begin
                    state_next = done;
                end
            end
            done: begin
                done_tick = 1'b1;
                quociente = quociente_reg;
                resto = acumulador_reg;
                state_next = idle;
            end
            default: begin
                state_next = idle;
            end
        endcase
    end
endmodule
### run.sh
#!/bin/bash
# OpenROAD 26Q1-2900-gdf79404cd8, Yosys 0.63+post, stock flow scripts
make -C /OpenROAD-flow-scripts/flow DESIGN_CONFIG=/design/flow/config.mk WORK_HOME=/design/flow/orfs finish
### constraint.sdc
current_design divisor

set clk_period 10.6
set clk_io_pct 0.2

create_clock -name clk0 -period $clk_period [get_ports {clk}]

set non_clock_inputs [all_inputs -no_clocks]
set_input_delay [expr $clk_period * $clk_io_pct] -clock clk0 $non_clock_inputs
set_output_delay [expr $clk_period * $clk_io_pct] -clock clk0 [all_outputs]
### config.mk
export PLATFORM = sky130hd
export DESIGN_NAME = divisor
export DESIGN_NICKNAME = divisor
export VERILOG_FILES = /design/flow/design.v
export SDC_FILE = /design/flow/constraint.sdc
export NUM_CORES = 4
export LEC_CHECK = 1
export CORE_UTILIZATION = 50
==> results.txt <==
The following summarizes the physical implementation.

Setup path
STA classifies the critical path endpoint as a flop. The worst-path maximum fanout is 13. For reference, the most critical setup path is categorized as in -> reg. According to the timing report, the data required time at the worst endpoint equals 10.77 ns. The highest cell delay on the worst timing path is 0.85 ns.

The worst setup path is launched from an input pin. Traced cell by cell, the critical path runs through clkdlybuf4s50_1 -> inv_1 -> ha_1 -> a21oi_1 -> o21ai_1 -> a221oi_2 -> and2_1 -> nor4_1 -> a211o_1. The slowest stage of the critical path belongs to the cell sky130_fd_sc_hd__a221oi_2.

The beginning of the worst register-to-register path is acumulador_reg[11]. STA shows the worst reg2reg path with a cell count of 7. The arrival time of the worst setup path is 5.17 ns. The endpoint of the lowest-slack register-to-register path is quociente_reg[3]. In this run the register-to-register setup slack is 7.56 ns.

STA
The worst setup margin is 5.60 ns. OpenROAD reports that the post-layout worst path occupies 47.2% of the period. For reference, the final report shows the max-slew violation count at 0. The pin closest to its max-slew limit shows a slew of 0.996 ns.

The final timing report lists a hold violation count of 0. The setup total negative slack is 0 ns. Setup repair after global routing left no endpoint under its margin. The shortest clock period the worst path allows after layout is 5.00 ns. The achievable frequency is 200 MHz. Between clock sinks in the finished design, the worst skew comes to 0.00591 ns. The setup violation total in the final timing report is 0. The relative slew slack is 33.6%.

Clocking
The count of instances resized after the clock tree is built is 0. The root buffer cell chosen for the clock tree is sky130_fd_sc_hd__clkbuf_8. The insertion delay at the late pin of the worst-skew pair is 0.29 ns. On the reported timing paths, the clock transition at the registers reads 0.07 ns. The number of clock sinks came to 35. Counting along the longest clock path gives a buffer depth of 2.

Looking at the clock tree report, the H-tree level count equals 2. TritonCTS built the clock tree. The total of hold buffers inserted after clock tree synthesis is 0.

The number of buffers inserted to repair setup after CTS is 0. The clock buffer count from CTS is 5.

Hold path
Along the worst hold path, the cell count comes to 2. STA shows the worst min-delay path finishing at quociente_reg[14]. The startpoint identified for the worst hold timing path is quociente_reg[14]. The min-delay analysis places its worst path in the category reg -> reg.

Cells and area
The sequential cell area in the final layout is 877 µm². Per the final layout report, the fraction of cells sized above drive strength 1 comes to 5.50%. The multi-input logic area is 0.00183 mm².

Per the layout report, the design carries 514 filler cells. The area growth from synthesis to layout is 27.0%.

Pwr
The power density relative to cell area is 244 mW/mm². The worst-case vdd ir drop is 152 µV. Summed over all cells, the static leakage comes to 0.00152 µW.

Yosys
The post-synthesis area per instance is 8.10 µm². Sorting the synthesized cells by area gives the leading types as sky130_fd_sc_hd__dfrtp_1, sky130_fd_sc_hd__ha_1, sky130_fd_sc_hd__mux2i_1. The dominant cell type by area after synthesis is sky130_fd_sc_hd__dfrtp_1.

The number of cells reported by Yosys stat comes to 360. The number of different library cells in the post-synthesis netlist is 55. Per Yosys stat, the portion of area used by sequential elements is 30.1%. The share of synthesized registers carrying an async set or reset is 100%.

The area fraction of the dominant cell type after synthesis is 29.2%. The count of flip-flops with a built-in enable after synthesis is 0. The commonest register cell after synthesis is sky130_fd_sc_hd__dfrtp_1. The synthesized netlist cell count is 360. Synthesis inferred 35 register bits. The Yosys warning count is 1. The mapped netlist covers 0.00292 mm². Post-synthesis, Yosys gives the total cell area as 0.00292 mm².

Placed design
The HPWL after detailed placement is 5.71 mm. During placement, the flow inserted port buffers numbering 68. The post-place setup slack is 5.35 ns. The routability congestion estimate is 0.889.

Drt
The final antenna-violating net count is 0. The vias after detailed routing is 2857. Once iteration 0 of detailed routing completed, the report listed 148 DRC markers.

The number of detailed-routing iterations run before antenna repair is 4. Summed over all layers, the routed wires come to 7.73 mm. In the routed design, unresolved DRC markers number 0. The number of antenna cells inserted is 0. The via count normalized by instance count is 5.83.

The routed wirelength normalized by instance count is 15.8 µm.

Floorplanning
The die boundary width is 78.4 µm. The count of standard-cell rows is 27. In this run the standard cell core region covers 0.00557 mm². The die area is 0.00614 mm². The floorplan report gives the top-level pin count as 69. At the floorplan stage, the core utilization is reported as 52.3%. The die boundary height is 78.4 µm.

Global routing
After global routing the overflow that remains totals 0. The number of antenna violations at the first check in global routing is 0. Total global-route track usage over all layers is 27.4%. The largest net degree at the start of global routing is 36. The global-route wire length before repair is 13.0 mm. The via count of the first global-routing pass came to 2632.

Run status
The run finished with clean final reports.

Job
The number of violations of the max-capacitance limit is 0. The stage logs contain a warning count of 26.
[power by group]
group	switching [µW]	internal [µW]	leakage [µW]
clock network	50.0	51.0	0.0000470
logic	309	262	0.00103
registers	52.8	179	0.000443
total	411	492	0.00152
[through the flow]
step / instance area (µm²) / util [%] / cells / hold slack, ns / power, µW
global placement: 3620 / 64.9 / 483 / 0.498 / 796
CTS: 3700 / 66.5 / 490 / 0.519 / 903
detailed placement: 3620 / 64.9 / 483 / 0.494 / 797
floorplan: 2920 / - / 360 / 0.419 / 613
finish: 3700 / 66.5 / 490 / 0.518 / 903
global route: 3700 / 66.5 / 490 / 0.557 / 989
[worst max-delay path by stage]
stage,slack [ns],to,startpoint
CTS,5.64,quociente_reg[3],divisor[11]
global route,5.38,quociente_reg[3],divisor[11]
finish,5.60,quociente_reg[3],divisor[11]
[cells in the final DEF (no fill, tap or decap), types with 16 or more instances in the layout]
master / count
sky130_fd_sc_hd__nand2_1: 38
sky130_fd_sc_hd__ha_1: 17
sky130_fd_sc_hd__dfrtp_1: 34
sky130_fd_sc_hd__a21oi_1: 29
sky130_fd_sc_hd__o21ai_0: 20
sky130_fd_sc_hd__mux2i_1: 16
sky130_fd_sc_hd__clkdlybuf4s50_1: 68
sky130_fd_sc_hd__nor2_1: 27
sky130_fd_sc_hd__inv_1: 29
sky130_fd_sc_hd__nand3_1: 16
[final cells by class]
class / instances / share of cell area [%]
multi-input cells: 275 / 49.4
flip-flops and latches: 35 / 23.7
repair buffers: 72 / 19.2
inverters: 29 / 2.94
well taps: 72 / 2.43
clock buffers: 6 / 2.23
clock inverters: 1 / 0.135
[worst max-delay path: cells and delay by family]
| kind | cells | cell delay (ns) |
|---|---|---|
| AOI/OAI and AO/OA | 4 | 1.57 |
| and+or+nand+nor | 2 | 0.55 |
| buffers and inverters | 2 | 0.53 |
| adders and majority gates | 1 | 0.39 |
[synth_stat cells (all sizes together), types with 4 or more instances]
master	n
nand2	38
dfrtp	34
a21oi	29
inv	29
nor2	27
o21ai	23
ha	17
mux2i	17
nand3	16
buf	15
a31oi	10
a211oi	8
nand4	8
clkbuf	6
nor4	6
xnor2	6
a21o	5
nor2b	5
o211ai	5
and4	4
nor3	4
o21a	4
xor2	4
[routing by layer]
layer | GRT usage [%] | share of wire [%]
met1 | 44.9 | 51
met2 | 38.9 | 40
met3 | 5.67 | 7.3
met4 | 3.89 | 1.3
met5 | 0 | 0
[logic make-up (layout without fill, tap and decap cells)]
group | after synthesis | after routing | share of synthesized area (%)
simple gates | 125 | 125 | 21.2
fa+ha+maj | 18 | 18 | 7.98
xor+xnor | 10 | 10 | 3.00
compound gates | 103 | 103 | 23.8
buf+inv | 50 | 108 | 7.16
mux | 19 | 19 | 6.74
flops | 35 | 35 | 30.1
Power figures rest on the tool's default switching activity, not on a simulated workload.
